[design/flow/config.mk]
export PLATFORM = sky130hd
export DESIGN_NAME = ucsbece152a_taillights
export DESIGN_NICKNAME = ucsbece152a_taillights
export VERILOG_FILES = /design/flow/design.v
export SDC_FILE = /design/flow/constraint.sdc
export NUM_CORES = 4
export LEC_CHECK = 1
export CORE_AREA = 10 10 70 70
export DIE_AREA = 0 0 80 80
export SYNTH_HDL_FRONTEND = slang
[design/flow/constraint.sdc]
current_design ucsbece152a_taillights

set clk_period 1.9
set clk_io_pct 0.2

create_clock -name clk0 -period $clk_period [get_ports {clk}]

set non_clock_inputs [all_inputs -no_clocks]
set_input_delay [expr $clk_period * $clk_io_pct] -clock clk0 $non_clock_inputs
set_output_delay [expr $clk_period * $clk_io_pct] -clock clk0 [all_outputs]
[design/flow/design.v]
package taillights_pkg;
typedef enum logic [3:0] {
  S000_000, 
  S000_100, 
  S000_110, 
  S000_111, 
  S001_000, 
  S011_000, 
  S111_000, 
  S111_111,  
  S111_100,
  S111_110,
  S001_111,
  S011_111
} state_t;
endpackage
module ucsbece152a_fsm import taillights_pkg::*; (
  input logic clk,
  input logic rst_n,
  input logic left_i,
  input logic right_i,
  input logic hazard_i,
  input logic brake_i,
  output state_t state_o,
  output logic [5:0] pattern_o
);
state_t state_d, state_q = S000_000;
assign state_o = state_q;
always_comb begin
  case (state_q)
    S000_000: pattern_o = 6'b000_000;
    S000_100: pattern_o = 6'b000_100;
    S000_110: pattern_o = 6'b000_110;
    S000_111: pattern_o = 6'b000_111;
    S001_000: pattern_o = 6'b001_000;
    S011_000: pattern_o = 6'b011_000;
    S111_000: pattern_o = 6'b111_000;
    S111_111: pattern_o = 6'b111_111;
    S111_100: pattern_o = 6'b111_100;
    S111_110: pattern_o = 6'b111_110;
    S001_111: pattern_o = 6'b001_111;
    S011_111: pattern_o = 6'b011_111;
    default:  pattern_o = 6'b000_000;
  endcase
end
always_comb begin
  state_d = S000_000;
  if (!left_i && !right_i && !brake_i && !hazard_i) begin 
    state_d = S000_000;
  end
  else if (!left_i && !right_i && !brake_i && hazard_i) begin
    case (state_q)
      S111_111: state_d = S000_000;
      default: state_d = S111_111;
    endcase
  end
  else if (!left_i && !right_i && brake_i && !hazard_i) begin
    state_d = S111_111;
  end
  else if (!left_i && !right_i && brake_i && hazard_i) begin
    state_d = S111_111;
  end
  else if (!left_i && right_i && !brake_i && !hazard_i) begin
    case (state_q)
      S000_000: state_d = S000_100;
      S000_100: state_d = S000_110;
      S000_110: state_d = S000_111;
      default: state_d = S000_000;
    endcase
  end
  else if (!left_i && right_i && !brake_i && hazard_i) begin
    case (state_q)
      S111_111: state_d = S000_000;
      default: state_d = S111_111;
    endcase
  end
  else if (!left_i && right_i && brake_i && !hazard_i) begin
    case (state_q)
      S111_000: state_d = S111_100;
      S111_100: state_d = S111_110;
      S111_110: state_d = S111_111;
      default: state_d = S111_000;
    endcase
  end
  else if (!left_i && right_i && brake_i && hazard_i) begin
    case (state_q)
      S111_111: state_d = S000_000;
      default: state_d = S111_111;
    endcase
  end
  else if (left_i && !right_i && !brake_i && !hazard_i) begin
    case (state_q)
      S000_000: state_d = S001_000;
      S001_000: state_d = S011_000;
      S011_000: state_d = S111_000;
      S111_000: state_d = S000_000;
    endcase
  end
  else if (left_i && !right_i && !brake_i && hazard_i) begin
    case (state_q)
      S111_111: state_d = S000_000;
      default: state_d = S111_111;
    endcase
  end
  else if (left_i && !right_i && brake_i && !hazard_i) begin
    case (state_q)
      S000_111: state_d = S001_111;
      S001_111: state_d = S011_111;
      S011_111: state_d = S111_111;
      default: state_d = S000_111;
    endcase
  end
  else if (left_i && !right_i && brake_i && hazard_i) begin
    state_d = S111_111;
  end
  else if (left_i && right_i && !brake_i && !hazard_i) begin
    case (state_q)
      S111_111: state_d = S000_000;
      default: state_d = S111_111;
    endcase
  end
  else if (left_i && right_i && !brake_i && hazard_i) begin
    case (state_q)
      S111_111: state_d = S000_000;
      default: state_d = S111_111;
    endcase
  end
  else if (left_i && right_i && brake_i && !hazard_i) begin
    state_d = S111_111;
  end
  else if (left_i && right_i && brake_i && hazard_i) begin
    state_d = S111_111;
  end
end
always_ff @(posedge clk or negedge rst_n) begin
  if (!rst_n) begin
    state_q <= S000_000;
  end else begin
    state_q <= state_d;
  end
end
endmodule
module ucsbece152a_taillights (
  input logic clk,
  input logic rst_n,
  input logic clk_dimmer_i,
  input logic left_i,
  input logic right_i,
  input logic hazard_i,
  input logic brake_i,
  input logic runlights_i,
  output logic [5:0] lights_o
);
logic [5:0] fsm_pattern;
ucsbece152a_fsm fsm (
  .clk(clk),
  .rst_n(rst_n),
  .left_i(left_i),
  .right_i(right_i),
  .hazard_i(hazard_i),
  .brake_i(brake_i),
  .state_o(  ),
  .pattern_o(fsm_pattern)
);
assign lights_o = (runlights_i && clk_dimmer_i) ? (6'b111111) : (fsm_pattern);
endmodule
[design/flow/run.sh]
#!/bin/bash
# OpenROAD 26Q1-2900-gdf79404cd8, Yosys 0.63+post, stock flow scripts
make -C /OpenROAD-flow-scripts/flow DESIGN_CONFIG=/design/flow/config.mk WORK_HOME=/design/flow/orfs finish
==> flow_metrics.rpt <==
FLOW METRICS REPORT
----------------------------------------------------
[Run status]
  Outcome ........................ completed

[Layout]
  Most frequent standard cell in the layout excluding fill and tap cells ........................ sky130_fd_sc_hd__buf_4
  Ratio of cells with drive above 1 in the final layout ........................ 27.5%
  Count of fill cells added during filler insertion ........................ 368
  Number of standard cells in the layout, taps in and fillers out ........................ 148
  Layout-stage area growth over the synthesis result ........................ 52.3%
  Leading cell types in the layout, fill and taps excluded ........................ sky130_fd_sc_hd__buf_4, sky130_fd_sc_hd__a21oi_1, sky130_fd_sc_hd__dlygate4sd2_1, sky130_fd_sc_hd__nor2_1
  Number of flip-flops under the largest register name ........................ 4

[Yosys]
  Share of async-settable or async-resettable flops after synthesis ........................ 100%
  Fraction of the mapped netlist area in compound gates ........................ 32.5%
  Synthesis area per yosys ........................ 569 sq um
  Simple-gate portion of the synthesized area ........................ 24.0%
  Number of instances in the synthesized netlist ........................ 75
  Average footprint of a synthesized cell ........................ 7.59 sq um
  Synthesized flop and latch total ........................ 4
  Cell types occupying the most area after synthesis ........................ sky130_fd_sc_hd__dfrtp_1, sky130_fd_sc_hd__a21oi_1, sky130_fd_sc_hd__mux2i_1
  Count of unique library cells instantiated by Yosys ........................ 33
  Yosys cell count ........................ 75
  Post-synth top area cell ........................ sky130_fd_sc_hd__dfrtp_1
  Xor/xnor share of the synthesized area ........................ 1.54%
  Area share of fa/ha/maj cells after synthesis ........................ 6.59%
  Top_reg_cell synth ........................ sky130_fd_sc_hd__dfrtp_1
  Dominant combinational cell family by area after synthesis ........................ AND-OR/OR-AND gates
  Netlist Area Pre-Place ........................ 569 sq um
  Share of the synthesized area in the top cell type ........................ 17.6%
  YS warnings ........................ 0
  Post-synth tally of flip-flops with integrated enable ........................ 0
  Seq/Total Area, Yosys ........................ 17.6%
  Multiplexer share of the synthesized area ........................ 7.03%

[Place]
  Number of cells after detailed placement ........................ 135
  Number of port buffers ........................ 13
  GP Congestion ........................ 0.823
  Sum of net half-perimeters after detailed placement ........................ 1.19 mm

[Drt]
  First-iteration detailed-routing DRC count ........................ 66
  Post-DR wirelength/cell ........................ 11.1 microns
  Number of search-and-repair iterations in the first detailed-routing pass ........................ 4
  Number of vias in the routed layout ........................ 664
  DRC Markers ........................ 0
  Vias per cell ........................ 4.49
  Final wirelength ........................ 1.64 mm
  Residual antenna-violating net count after detailed routing ........................ 0
  Antenna diode count ........................ 0

[Clocking]
  Clock Path Buffers ........................ 2
  Worst-skew pair later-pin latency ........................ 230 ps
  Depth of the CTS H-tree ........................ 1
  Clock slew at reported path FFs ........................ 40 ps
  Clock sinks ........................ 4
  Cell at the root of the clock tree ........................ sky130_fd_sc_hd__clkbuf_4
  CTS hold repair buffers ........................ 0
  Cts bufs inserted ........................ 3
  TritonCTS clock tree ........................ yes

[STA]
  Maximum frequency from static timing analysis ........................ 0.552 GHz
  Total Neg Setup Slack ........................ 0 ps
  Worst Hold Margin ........................ 345 ps
  Setup repair after global routing missed its margin ........................ false
  Final number of max-transition violations ........................ 0
  Period utilization ........................ 95.3%
  Post-route clock skew ........................ 1.21 ps
  Final Hold Vio Count ........................ 0
  Transition time at the pin with the least slew margin ........................ 339 ps
  Minimum clock period after layout ........................ 1810 ps
  Count of final setup violators ........................ 0
  Rel. slew slack ........................ 77.1%

[Global route]
  First-pass GRT wire length ........................ 2.81 mm
  Remaining global-route overflow ........................ 0
  Via count of the first global-routing pass ........................ 646
  Maximum number of pins on one net before global-route repair ........................ 13
  Number of antenna violations at the first check in global routing ........................ 0
  Global-route usage over all layers ........................ 5.10%

[Run]
  Number of max-capacitance violations reported ........................ 0
  Tally of OpenROAD warnings ........................ 27

[Die]
  Init Core Util ........................ 16.7%
  Height of the die ........................ 80 microns
  Ports ........................ 14
  Row count ........................ 21
  Die area ........................ 6400 sq um
  Core area ........................ 3420 sq um
  Die width ........................ 80 microns

[Power]
  Total leakage power ........................ 0.382 nW
  Worst IR Drop VDD ........................ 155 uV
  Power density normalized to cell area ........................ 525 nW/um^2

[Critical path]
  Kind of end point of the critical path ........................ primary output
  CP startpoint kind ........................ flip-flop
  Worst EP required ........................ 1520 ps
  Data arrival time at the worst-slack endpoint ........................ 1430 ps
  Critical Setup Path Class ........................ reg2out
  Peak fanout along the critical path ........................ 5

[Min path]
  HP Class ........................ in2async

----------------------------------------------------
## power breakdown
group          internal, mW  total, mW  switching, mW
sequential           0.0958      0.108         0.0126
combinational         0.129      0.244          0.115
clock                0.0705      0.103         0.0325
total                 0.295      0.455          0.160
## timing repair
item / in CTS / in global routing
endpoints found under the setup margin: 6 / 3
pin swaps: 4 / 1
buffers inserted: 8 / 2
gates resized: 16 / 1
endpoints found under the hold margin: 0 / 0
## critical path, stage by stage (launching register included)
cell and delay (ps):
sky130_fd_sc_hd__dfrtp_1 370, sky130_fd_sc_hd__inv_2 80, sky130_fd_sc_hd__buf_4 130, sky130_fd_sc_hd__ha_1 250, sky130_fd_sc_hd__nand2b_1 130, sky130_fd_sc_hd__dlygate4sd2_1 240
## routing by layer
layer / routed length, microns / global-route usage (%) / share of wire [%]
met1: 657 / 6.07 / 40
met2: 889 / 8.99 / 54
met3: 69 / 1.02 / 4.2
met4: 19 / 1.41 / 1.2
met5: 0 / 0 / 0
## Yosys cell counts, drive strengths merged (2+ instances only)
library cell,count
o211ai,3
mux2i,4
dfrtp,4
nand3,2
nand4b,2
ha,3
a21oi,8
nor3,4
inv,5
nand2,5
o31a,2
nor2,6
buf,5
a22o,2
o21ai,5
## kinds of logic (layout without fill, tap and decap cells)
| kind of cell | after synthesis | after routing |
|---|---|---|
| buffers and inverters | 11 | 38 |
| adder cells (fa/ha/maj) | 3 | 3 |
| flip-flops | 4 | 4 |
| multiplexers | 4 | 4 |
| XOR/XNOR | 1 | 1 |
| AND-OR/OR-AND | 27 | 27 |
| AND/OR/NAND/NOR | 25 | 25 |
## area by class of cell
cell class	instances	area, sq um	share of cell area [%]
well taps	46	57.6	6.64
multi-input cells	60	415	47.9
flip-flops and latches	4	101	11.7
inverters	5	18.8	2.16
repair buffers	30	251	29.0
clock buffers	3	22.5	2.60
## worst paths after layout
check | startpoint | endpoint | slack (ps) | cells past startpoint
worst max-delay path | fsm.state_o[3]$_DFF_PN0_ | lights_o[3] | 90 | 5
worst min-delay path | rst_n | fsm.state_o[1]$_DFF_PN0_ | 350 | 1
worst max register to register | fsm.state_o[3]$_DFF_PN0_ | fsm.state_o[1]$_DFF_PN0_ | 150 | 7
worst min register to register | fsm.state_o[1]$_DFF_PN0_ | fsm.state_o[3]$_DFF_PN0_ | 900 | 5
max in group asynchronous | rst_n | fsm.state_o[2]$_DFF_PN0_ | 1380 | 1
min in group clk0 | fsm.state_o[1]$_DFF_PN0_ | fsm.state_o[3]$_DFF_PN0_ | 900 | 5
## per-stage QoR
stage          total power [mW]  setup slack, ps  instance area [sq um]  util (%)
4_1_cts                   0.458             40.6                    850      24.9
2_1_floorplan             0.239              310                    569         -
6_report                  0.455             89.4                    867      25.4
5_1_grt                   0.493            0.644                    867      25.4
3_5_place_dp              0.337            -94.3                    767      22.5
3_3_place_gp              0.334            -76.1                    767      22.5
No activity file was given, so power comes from the tool's default toggle rates.
